[/design/flow/run.sh]
#!/bin/bash
# OpenROAD 26Q1-2900-gdf79404cd8, Yosys 0.63+post, stock flow scripts
make -C /OpenROAD-flow-scripts/flow DESIGN_CONFIG=/design/flow/config.mk WORK_HOME=/design/flow/orfs finish
[/design/flow/config.mk]
export PLATFORM = sky130hd
export DESIGN_NAME = IDEX_reg
export DESIGN_NICKNAME = IDEX_reg
export VERILOG_FILES = /design/flow/design.v
export SDC_FILE = /design/flow/constraint.sdc
export NUM_CORES = 4
export LEC_CHECK = 1
export CORE_AREA = 10 10 193 193
export DIE_AREA = 0 0 203 203
[/design/flow/constraint.sdc]
current_design IDEX_reg

set clk_period 1.0
set clk_io_pct 0.2

create_clock -name clk0 -period $clk_period [get_ports {Clk}]

set non_clock_inputs [all_inputs -no_clocks]
set_input_delay [expr $clk_period * $clk_io_pct] -clock clk0 $non_clock_inputs
set_output_delay [expr $clk_period * $clk_io_pct] -clock clk0 [all_outputs]
[/design/flow/design.v]
`timescale 1ns / 1ps
module IDEX_reg(
				Clk,
					ID_RegWrite,
					ID_CondMov,
					ID_MemtoReg,
					ID_MemWrite,
					ID_MemRead,
					ID_RegDst,
					ID_ALUOp,
					ID_ALUSrc1,
					ID_ALUSrc2,
					ID_Branch,
					ID_WriteDst,
					ID_JumpMux,
					ID_DMControl,
					ID_PCAddResult,
					ID_JumpAddress,
					ID_ReadData1,
					ID_ReadData2,
					ID_immExt,
					ID_rt,
					ID_rd,
					ID_sa,
					EX_RegWrite,
					EX_CondMov,
					EX_MemtoReg,
					EX_MemWrite,
					EX_MemRead,
					EX_RegDst,
					EX_ALUOp,
					EX_ALUSrc1,
					EX_ALUSrc2,
					EX_Branch,
					EX_WriteDst,
					EX_JumpMux,
					EX_DMControl,
					EX_PCAddResult,
					EX_JumpAddress,
					EX_ReadData1,
					EX_ReadData2,
					EX_immExt,
					EX_rt,
					EX_rd,
					EX_sa );
input Clk;
input ID_RegWrite, ID_CondMov, ID_RegDst, ID_ALUSrc1, ID_ALUSrc2, ID_MemtoReg, ID_MemWrite, ID_MemRead, ID_Branch;
input wire [1:0] ID_WriteDst, ID_JumpMux, ID_DMControl;
input wire [5:0] ID_ALUOp;
input wire [31:0] ID_PCAddResult, ID_JumpAddress, ID_ReadData1, ID_ReadData2, ID_immExt, ID_sa;
input wire [4:0] ID_rt, ID_rd;
output reg EX_RegWrite, EX_CondMov, EX_RegDst, EX_ALUSrc1, EX_ALUSrc2, EX_MemtoReg, EX_MemWrite, EX_MemRead, EX_Branch;
output reg [1:0] EX_WriteDst, EX_JumpMux, EX_DMControl;
output reg [5:0] EX_ALUOp;
output reg [31:0] EX_PCAddResult, EX_JumpAddress, EX_ReadData1, EX_ReadData2, EX_immExt, EX_sa;
output reg [4:0] EX_rt, EX_rd;
always @(posedge Clk) begin
	EX_RegWrite <= ID_RegWrite;
	EX_MemtoReg <= ID_MemtoReg;
	EX_MemWrite <= ID_MemWrite;
	EX_MemRead <= ID_MemRead;
	EX_RegDst <= ID_RegDst;
	EX_ALUSrc1 <= ID_ALUSrc1;
	EX_ALUSrc2 <= ID_ALUSrc2;
	EX_ALUOp <= ID_ALUOp;
    EX_CondMov <= ID_CondMov;
    EX_Branch <= ID_Branch;
    EX_WriteDst <= ID_WriteDst;
    EX_JumpMux <= ID_JumpMux;
    EX_DMControl <= ID_DMControl;
	EX_PCAddResult <= ID_PCAddResult;
	EX_JumpAddress <= ID_JumpAddress;
	EX_ReadData1 <= ID_ReadData1;
	EX_ReadData2 <= ID_ReadData2;
	EX_immExt <= ID_immExt;
	EX_rt <= ID_rt;
	EX_rd <= ID_rd;
	EX_sa <= ID_sa;
end
endmodule
==> results.json <==
{
  "fp.coreArea_um2": 32800,
  "clkPwrFrac_pct": 46.1,
  "critPathRequiredTime_ns": 0.80,
  "cts_made_buffers": 24,
  "layout.cells.most_common": "clkdlybuf4s50_1",
  "slew_headroom_pct": 89.7,
  "fin_util_pct": 28.5,
  "grt_usage_pct": 9.20,
  "cts_tree": "yes",
  "crit_type": "reg2out",
  "die_w_um": 203,
  "synth.distinct_cells": 1,
  "crit_buf_inv": 1,
  "slowest_delay_ns": 0.32,
  "synth_chip_area_um2": 4460,
  "power_switching_mw": 3.83,
  "cp-end-kind": "output pin",
  "worstHoldPathType": "in2reg",
  "worstPathArrival_ns": 0.95,
  "intPower_mw": 16.2,
  "clk_pin_slew_worst_paths_ns": 0.06,
  "p_per_area_nw_per_um2": 2150,
  "syn_area_per_cell_um2": 20.0,
  "ys.flops": 223,
  "fp.dieH_um": 203,
  "drc_errors": 0,
  "root_buffer": "clkbuf_16",
  "avgRoutedWirePerCell_um": 17.2,
  "pwr-share-seq_pct": 47.3,
  "startpoint_type": "register",
  "routed_wl_um": 19800,
  "syn_to_final_growth_pct": 109,
  "ys_cells": 223,
  "routed-via-count": 3511,
  "placed_area_um2": 9480,
  "hold_violations": 0,
  "critPathTopFamily": "flip-flops",
  "finalCriticalPeriod_ns": 1.15,
  "most-common-layout-cells": "clkdlybuf4s50_1 (223), buf_2 (214), dfxtp_1 (174)",
  "fp_util_pct": 13.6,
  "crit_fanout": 1,
  "cp_cell_sequence": "buf_2",
  "antenna_found_initial": 1,
  "grt_start_max_net_pins": 14,
  "fin_crit_sh_pct": 115,
  "grt_pass1_wl_um": 27700,
  "violations": "negative setup slack",
  "max-clock-path-buffers": 3,
  "place_congestion": 0.846,
  "viasPerCell": 3.04,
  "drive_gt1_share_pct": 44.1,
  "ctsHoldBuffers": 0,
  "final_antenna_net_count": 0,
  "fillers": 3415,
  "power.share.switching_pct": 19.1,
  "status": "finished with violations",
  "comb_area_um2": 0,
  "finalPower_mw": 20.1,
  "fin_cells": 1154,
  "tool_warnings": 27,
  "cts.htree.levels": 1,
  "hpwl_um": 16200,
  "ioPinCount": 447,
  "p_comb_share_pct": 6.6,
  "yosys_warnings": 1,
  "final-max-slew-violation-count": 0,
  "slowest_stage": "dfxtp_2",
  "die-area_um2": 41200,
  "fmax_ghz": 0.870,
  "comb_cells": 0,
  "drt_iter0_drc": 77,
  "setup_viol": 223,
  "firstDrtPassIters": 4,
  "clock_sinks": 223,
  "tightest_slew_ns": 0.155,
  "numPortBuffers": 446,
  "gr-total-overflow": 0,
  "numPlacedInstances": 1111,
  "p_leak_nw": 4.07,
  "rsz0062_at_grt": "yes",
  "ir_drop_v": 0.00129,
  "postCtsSetupRepairBufs": 0,
  "layout_setup_ws_ns": -0.149,
  "syn_area_um2": 4460,
  "drv_cap": 0,
  "synth_cells": 223,
  "grt_pass1_vias": 3844,
  "finish.instance_area_um2": 9340,
  "antennaDiodeCount": 0,
  "yosysSeqAreaShare_pct": 100,
  "fp-row-count": 66
}
## metal layers
| layer | global-route usage (%) | wire [um] | vias to the layer above |
|---|---|---|---|
| met1 | 9.41 | 6660 | 1555 |
| li1 | - | - | 1639 |
| met3 | 5.78 | 3020 | 35 |
| met4 | 2.26 | 555 | 2 |
| met2 | 15.5 | 9570 | 280 |
| met5 | 0 | 13 | - |
## power groups by stage
stage / clock network [mW] / logic (mW) / registers [mW]
after CTS: 9.56 / 1.37 / 9.49
final: 9.24 / 1.33 / 9.49
after global routing: 9.92 / 1.45 / 9.53
## sequential cells by signal, summed over array words and instances, names as in the netlist, 5 cells and up
| register | flops |
|---|---|
| EX_immExt | 32 |
| EX_sa | 32 |
| EX_JumpAddress | 32 |
| EX_ReadData1 | 32 |
| EX_ALUOp | 6 |
| EX_rt | 5 |
| EX_rd | 5 |
| EX_ReadData2 | 32 |
| EX_PCAddResult | 32 |
## metrics by stage
stage | hold WS, ns | setup TNS [ns] | setup WS (ns)
global placement | 0.648 | -0.445 | -0.100
floorplan | 0.228 | 0 | 0.538
global route | 0.0818 | -37.49 | -0.198
detailed placement | 0.652 | -0.467 | -0.0870
finish | 0.114 | -26.29 | -0.149
CTS | 0.0796 | -35.26 | -0.198
## cell type report
| cell class | instances | area (um^2) | area share (%) |
|---|---|---|---|
| clock inverters | 7 | 92.6 | 0.991 |
| well taps | 442 | 553 | 5.92 |
| clock buffers | 36 | 767 | 8.21 |
| repair buffers | 446 | 3400 | 36.4 |
| flip-flops and latches | 223 | 4530 | 48.4 |
## kinds of logic after synthesis
kind of cell  share of synthesized area [%]
flip-flops                              100
## timing repair
| action | 4_1_cts | 5_1_grt |
|---|---|---|
| endpoints found under the setup margin | 223 | 223 |
| resized | 766 | 15 |
| endpoints found under the hold margin | 0 | 0 |
## Yosys cell counts
cell / number / area, um^2
dfxtp_1: 223 / 4460
## path summary, 6_finish.rpt
kind                  slack [ns]  cells after the start           endpoint         startpoint
worst max-delay path       -0.15                      1     EX_WriteDst[1]     EX_WriteDst[1]
worst min-delay path        0.11                      1  EX_JumpAddress[3]  ID_JumpAddress[3]
Power figures rest on the tool's default switching activity, not on a simulated workload.
